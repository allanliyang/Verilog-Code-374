==> design/flow/run.sh <==
#!/bin/bash
# OpenROAD 26Q1-2900-gdf79404cd8, Yosys 0.63+post, stock flow scripts
make -C /OpenROAD-flow-scripts/flow DESIGN_CONFIG=/design/flow/config.mk WORK_HOME=/design/flow/orfs finish
==> design/flow/config.mk <==
export PLATFORM = sky130hd
export DESIGN_NAME = R0
export DESIGN_NICKNAME = R0
export VERILOG_FILES = /design/flow/design.v
export SDC_FILE = /design/flow/constraint.sdc
export NUM_CORES = 4
export LEC_CHECK = 1
export CORE_AREA = 10 10 98 98
export DIE_AREA = 0 0 108 108
==> design/flow/constraint.sdc <==
current_design R0

set clk_period 1.1
set clk_io_pct 0.2

create_clock -name clk0 -period $clk_period [get_ports {clock}]

set non_clock_inputs [all_inputs -no_clocks]
set_input_delay [expr $clk_period * $clk_io_pct] -clock clk0 $non_clock_inputs
set_output_delay [expr $clk_period * $clk_io_pct] -clock clk0 [all_outputs]
==> design/flow/design.v <==
module R0 (
	input clear, clock, enable, BAout,
	input [31:0]BusMuxOut,
	output wire [31:0]BusMuxIn
);
reg [31:0]q;
reg [31:0]temp;
initial begin
	q = 32'h00000000;
	temp = 32'h00000000;	 
end
always @ (BAout) begin
		if (BAout) temp <= 32'h00000000;  
		else temp <= q;						 
end
always @ (posedge clock) 
		begin
			if (clear) begin
				q <= 32'h00000000;
			end
			else if (enable) begin
				q <= BusMuxOut;
			end
		end
	assign BusMuxIn = temp;
endmodule
==> flow_summary.ini <==
; implementation run metrics
[yosys]
netlist_area_sq_um = 1380
yosysWarnings = 1
synth_flops = 32
postSynthCellCount = 138
yosysSeqAreaShare_pct = 46.5
yosysUniqueCellTypes = 8
ys_area_sq_um = 1380
ys_cells = 138
syn_area_per_cell_sq_um = 9.99

[final_timing]
setup_viol = 0
holdWs_ns = 0.449
rsz0062_at_grt = true
hold_violations = 0
maxSlewViolCount = 0
slew_headroom_pct = 90.7
finClkSkew_ns = 0
finalClockPeriodUsage_pct = 95.4
max_freq_mhz = 953
fin_crit_ns = 1.05
worstMarginPinSlew_ns = 0.135
timing.setup.tns_ns = 0
layout_setup_ws_ns = 0.0511

[finish]
lay_top_cells = clkdlybuf4s50_1, buf_2, mux2i_1, nor2_1, dfxtp_2
largest_register = q
final_layout_size_suffix_gt1_share_pct = 43.9
stdcell_area_sq_um = 2300
final_cells = 316
area.growth.synth_to_final_pct = 66.8
largest_register_ffs = 32
reg_top3 = q (32)

[drt]
drt_iter0_drc = 6
diodes = 0
firstDrtPassIters = 4
vias = 1141
via_per_inst = 3.61
drc = 0
wl_um = 4130
routedWlPerCell_um = 13.1
postRouteAntennaNets = 0

[run]
warning_count = 26
cap_violations = 0

[grt]
grt_max_degree = 33
grt_overflow = 0
grt_pass1_wl_um = 6480
grt_pass1_vias = 1198
grt_antenna_before_repair = 0
track_usage_pct = 7.02

[clock_network]
cts_sinks = 32
cts_buffers = 5
clk_path_buf_depth = 2
clock.latency.late_pin_ns = 0.28
cts_root_buffer = clkbuf_8
cts_tree = built
postCtsHoldBufs = 0
path_clk_slew_ns = 0.07
htree_levels = 2

[place]
dpl.cell_count = 305
dp_hpwl_um = 2730
placed_area_sq_um = 2180
gp_congestion = 0.665
post-place-ws_ns = -0.612
numPortBuffers = 67

[hold_path]
hp-class = in2reg
holdCritStartpoint = enable

[setup_path]
crit_arrival_ns = 0.83
worstPathRequired_ns = 0.88
cp_slowest_cell = dfxtp_2
path_cells = nor2b_2, buf_2
path_class = reg2out
crit_fanout = 2
critPathLaunchType = flop
slowest_delay_ns = 0.31
r2r-start = q[27]
crit_buf_inv = 1
cpLargestDelayFamily = flip-flops
crit_path_end_kind = output port
cp-startpoint = q[30]

[power]
p_comb_share_pct = 17.6
clockPowerShare_pct = 35.0
switching_share_pct = 23.1
irDropWorstVdd_uv = 483
p_per_area_nw_per_um2 = 1160
netSwitchingPower_uw = 619
p_int_uw = 2060
p_leak_uw = 0.00106
seqPwrFrac_pct = 47.5

[floorplanning]
die_w_um = 108
fp_util_pct = 18.0
rows = 32
coreArea_sq_um = 7650
io_pins = 68
die_area_sq_um = 11700
dieHeight_um = 108

[status]
status = complete, no violations
area by class of cell:
cell class / count / area [sq um]
Clock buffer: 8 / 90.1
Multi-Input combinational cell: 96 / 728
Tap cell: 102 / 128
Timing Repair Buffer: 78 / 676
Fill cell: 783 / 5350
Sequential cell: 32 / 678
through the flow:
step / power [uW] / util [%]
floorplan: 1480 / -
global placement: 1740 / 28.6
detailed placement: 1740 / 28.6
CTS: 2720 / 29.2
global route: 2840 / 30.1
finish: 2680 / 30.1
synth_stat cells:
library cell	n	area share (%)
clkbuf_1	3	0.82
mux2i_1	32	23
dfxtp_1	32	46
buf_2	3	1.1
buf_12	3	4.4
buf_6	1	0.82
nor2_1	32	8.7
nor2b_1	32	15
power groups by stage:
stage         sequential (uW)  clock (uW)  combinational, uW
CTS                      1270         994                463
global route             1280        1040                521
finish                   1270         936                470
logic make-up (layout without fill, tap and decap cells):
family / count (synthesis) / count (layout) / share of synthesized area [%]
DFF: 32 / 32 / 46.5
buffers and inverters: 10 / 86 / 7.08
and+or+nand+nor: 64 / 64 / 23.2
muxes: 32 / 32 / 23.2
path summary, 6_finish.rpt:
kind / slack [ns] / end / cells past startpoint
max reg2reg: 0.28 / q[27] / 4
min reg2reg: 0.48 / q[10] / 2
max: 0.05 / BusMuxIn[30] / 2
min: 0.45 / q[29] / 4
metal layers:
metal,vias up,track usage (%),part of all wire (%)
met5,-,0,0
met4,0,0.763,0.87
met3,4,2.89,8.6
met2,41,10.8,47
met1,498,9.36,44
li1,598,-,-
repair_timing:
action	CTS	global route
setup buffers	1	0
pin swaps	0	0
gates resized	139	14
setup endpoints to repair	32	11
cloned	2	0
tightest hold or removal path, stage by stage:
cell and delay [ns]:
buf_2 0.14, buf_12 0.18, mux2i_1 0.09, nor2_1 0.07
Power figures rest on the tool's default switching activity, not on a simulated workload.
