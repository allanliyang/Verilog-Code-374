==> flow/design.v <==
module SelectEncode (
	input [31:0]IR,
	input Gra, Grb, Grc,
	input Rin, Rout, BAout,
	output R0in, R1in, R2in, R3in,
	output R4in, R5in, R6in, R7in,
	output R8in, R9in, R10in, R11in,
	output R12in, R13in, R14in, R15in,
	output R0out, R1out, R2out, R3out,
	output R4out, R5out, R6out, R7out,
	output R8out, R9out, R10out, R11out,
	output R12out, R13out, R14out, R15out,
	output wire [31:0]BusMuxInCSE
);
reg [3:0]ra;
reg [3:0]rb;
reg [3:0]rc;
reg [15:0]Rxin;
reg [15:0]Rxout;
reg [31:0]q;
initial begin
	Rxin = 16'h0000;
	Rxout = 16'h0000;
	q = 32'h00000000;
end
always @ (*) begin
	ra = IR[26:23];
	rb = IR[22:19];
	rc = IR[18:15];
	q[18:0] = IR[18:0];
	Rxin <= 16'h0000;
	Rxout <= 16'h0000;
	if (Rin) begin
		if (Gra) begin
			case (ra)
				4'b0000 : Rxin[0] <= 1;
				4'b0001 : Rxin[1] <= 1;
				4'b0010 : Rxin[2] <= 1;
				4'b0011 : Rxin[3] <= 1;
				4'b0100 : Rxin[4] <= 1;
				4'b0101 : Rxin[5] <= 1;
				4'b0110 : Rxin[6] <= 1;
				4'b0111 : Rxin[7] <= 1;
				4'b1000 : Rxin[8] <= 1;
				4'b1001 : Rxin[9] <= 1;
				4'b1010 : Rxin[10] <= 1;
				4'b1011 : Rxin[11] <= 1;
				4'b1100 : Rxin[12] <= 1;
				4'b1101 : Rxin[13] <= 1;
				4'b1110 : Rxin[14] <= 1;
				4'b1111 : Rxin[15] <= 1;
			endcase	
		end
		else if (Grb) begin
			case (rb)
				4'b0000 : Rxin[0] <= 1;
				4'b0001 : Rxin[1] <= 1;
				4'b0010 : Rxin[2] <= 1;
				4'b0011 : Rxin[3] <= 1;
				4'b0100 : Rxin[4] <= 1;
				4'b0101 : Rxin[5] <= 1;
				4'b0110 : Rxin[6] <= 1;
				4'b0111 : Rxin[7] <= 1;
				4'b1000 : Rxin[8] <= 1;
				4'b1001 : Rxin[9] <= 1;
				4'b1010 : Rxin[10] <= 1;
				4'b1011 : Rxin[11] <= 1;
				4'b1100 : Rxin[12] <= 1;
				4'b1101 : Rxin[13] <= 1;
				4'b1110 : Rxin[14] <= 1;
				4'b1111 : Rxin[15] <= 1;
			endcase	
		end
		else if (Grc) begin
			case (rc)
				4'b0000 : Rxin[0] <= 1;
				4'b0001 : Rxin[1] <= 1;
				4'b0010 : Rxin[2] <= 1;
				4'b0011 : Rxin[3] <= 1;
				4'b0100 : Rxin[4] <= 1;
				4'b0101 : Rxin[5] <= 1;
				4'b0110 : Rxin[6] <= 1;
				4'b0111 : Rxin[7] <= 1;
				4'b1000 : Rxin[8] <= 1;
				4'b1001 : Rxin[9] <= 1;
				4'b1010 : Rxin[10] <= 1;
				4'b1011 : Rxin[11] <= 1;
				4'b1100 : Rxin[12] <= 1;
				4'b1101 : Rxin[13] <= 1;
				4'b1110 : Rxin[14] <= 1;
				4'b1111 : Rxin[15] <= 1;
			endcase	
		end
	end
	if (Rout | BAout) begin
		if (Gra) begin
			case (ra)
				4'b0000 : Rxout[0] <= 1;
				4'b0001 : Rxout[1] <= 1;
				4'b0010 : Rxout[2] <= 1;
				4'b0011 : Rxout[3] <= 1;
				4'b0100 : Rxout[4] <= 1;
				4'b0101 : Rxout[5] <= 1;
				4'b0110 : Rxout[6] <= 1;
				4'b0111 : Rxout[7] <= 1;
				4'b1000 : Rxout[8] <= 1;
				4'b1001 : Rxout[9] <= 1;
				4'b1010 : Rxout[10] <= 1;
				4'b1011 : Rxout[11] <= 1;
				4'b1100 : Rxout[12] <= 1;
				4'b1101 : Rxout[13] <= 1;
				4'b1110 : Rxout[14] <= 1;
				4'b1111 : Rxout[15] <= 1;
			endcase	
		end
		else if (Grb) begin
			case (rb)
				4'b0000 : Rxout[0] <= 1;
				4'b0001 : Rxout[1] <= 1;
				4'b0010 : Rxout[2] <= 1;
				4'b0011 : Rxout[3] <= 1;
				4'b0100 : Rxout[4] <= 1;
				4'b0101 : Rxout[5] <= 1;
				4'b0110 : Rxout[6] <= 1;
				4'b0111 : Rxout[7] <= 1;
				4'b1000 : Rxout[8] <= 1;
				4'b1001 : Rxout[9] <= 1;
				4'b1010 : Rxout[10] <= 1;
				4'b1011 : Rxout[11] <= 1;
				4'b1100 : Rxout[12] <= 1;
				4'b1101 : Rxout[13] <= 1;
				4'b1110 : Rxout[14] <= 1;
				4'b1111 : Rxout[15] <= 1;
			endcase	
		end
		else if (Grc) begin
			case (rc)
				4'b0000 : Rxout[0] <= 1;
				4'b0001 : Rxout[1] <= 1;
				4'b0010 : Rxout[2] <= 1;
				4'b0011 : Rxout[3] <= 1;
				4'b0100 : Rxout[4] <= 1;
				4'b0101 : Rxout[5] <= 1;
				4'b0110 : Rxout[6] <= 1;
				4'b0111 : Rxout[7] <= 1;
				4'b1000 : Rxout[8] <= 1;
				4'b1001 : Rxout[9] <= 1;
				4'b1010 : Rxout[10] <= 1;
				4'b1011 : Rxout[11] <= 1;
				4'b1100 : Rxout[12] <= 1;
				4'b1101 : Rxout[13] <= 1;
				4'b1110 : Rxout[14] <= 1;
				4'b1111 : Rxout[15] <= 1;
			endcase	
		end
	end
	if (q[18]) begin
		q[31:19] = 13'b1111111111111;
	end
	else begin
		q[31:19] = 13'b0000000000000;
	end
end
assign R0in = Rxin[0];
assign R1in = Rxin[1];
assign R2in = Rxin[2];
assign R3in = Rxin[3];
assign R4in = Rxin[4];
assign R5in = Rxin[5];
assign R6in = Rxin[6];
assign R7in = Rxin[7];
assign R8in = Rxin[8];
assign R9in = Rxin[9];
assign R10in = Rxin[10];
assign R11in = Rxin[11];
assign R12in = Rxin[12];
assign R13in = Rxin[13];
assign R14in = Rxin[14];
assign R15in = Rxin[15];
assign R0out = Rxout[0];
assign R1out = Rxout[1];
assign R2out = Rxout[2];
assign R3out = Rxout[3];
assign R4out = Rxout[4];
assign R5out = Rxout[5];
assign R6out = Rxout[6];
assign R7out = Rxout[7];
assign R8out = Rxout[8];
assign R9out = Rxout[9];
assign R10out = Rxout[10];
assign R11out = Rxout[11];
assign R12out = Rxout[12];
assign R13out = Rxout[13];
assign R14out = Rxout[14];
assign R15out = Rxout[15];
assign BusMuxInCSE = q;
endmodule
==> flow/run.sh <==
#!/bin/bash
# OpenROAD 26Q1-2900-gdf79404cd8, Yosys 0.63+post, stock flow scripts
make -C /OpenROAD-flow-scripts/flow DESIGN_CONFIG=/design/flow/config.mk WORK_HOME=/design/flow/orfs finish
==> flow/config.mk <==
export PLATFORM = sky130hd
export DESIGN_NAME = SelectEncode
export DESIGN_NICKNAME = SelectEncode
export VERILOG_FILES = /design/flow/design.v
export SDC_FILE = /design/flow/constraint.sdc
export NUM_CORES = 4
export LEC_CHECK = 1
export CORE_AREA = 10 10 80 80
export DIE_AREA = 0 0 90 90
==> flow/constraint.sdc <==
current_design SelectEncode

set clk_period 2.6
set clk_io_pct 0.2

create_clock -name clk0 -period $clk_period

set non_clock_inputs [all_inputs -no_clocks]
set_input_delay [expr $clk_period * $clk_io_pct] -clock clk0 $non_clock_inputs
set_output_delay [expr $clk_period * $clk_io_pct] -clock clk0 [all_outputs]
==> results.sh <==
# physical design summary
export IMPL_chipArea_um2=8100
export IMPL_regArea_um2=0
export IMPL_slowest_stage="clkdlybuf4s50_1"
export IMPL_crit_type="input port to output port"
export IMPL_period_needed_ps=2540
export IMPL_antenna_cells=0
export IMPL_end_kind="output port"
export IMPL_drv_cap=0
export IMPL_top_cells_by_area="o221ai_1, buf_4, nand2_1"
export IMPL_nClkBuffers=0
export IMPL_dr_pass1_iters=4
export IMPL_fmax_ghz=0.3936
export IMPL_maxSlewHeadroom_pct=78.52
export IMPL_dpl_hpwl_mm=3.774
export IMPL_grt_overflow_total=0
export IMPL_port_buffers=67
export IMPL_vias=1445
export IMPL_ys_seq_share_pct=0
export IMPL_core_um2=4723
export IMPL_slew_viol_final=0
export IMPL_final_comb_area_um2=989.7
export IMPL_fp_util_pct=21.54
export IMPL_synth_warnings=1
export IMPL_drt_iter0_markers=87
export IMPL_min_delay_start="IR[10]"
export IMPL_viasPerCell=5.217
export IMPL_synthToLayoutAreaGrowth_pct=92.25
export IMPL_ys_chip_area_um2=1017
export IMPL_setup_violations=0
export IMPL_postSynthAreaPerCell_um2=6.605
export IMPL_die_w_um=90
export IMPL_leakage_uw=0.0008340
export IMPL_worstPathRequired_ps=2080
export IMPL_status="finished, final reports clean"
export IMPL_grt_antenna_before_repair=0
export IMPL_gp_congestion=0.9229
export IMPL_final_hold_violation_count=0
export IMPL_worstPathArrival_ps=2020
export IMPL_n_sequential_cell=0
export IMPL_startpoint="IR[15]"
export IMPL_track_usage_pct=11.20
export IMPL_synth_cell_types=21
export IMPL_hold_path_class="input port to output port"
export IMPL_ys_cells=154
export IMPL_slowest_delay_ps=500
export IMPL_fin_crit_sh_pct=97.71
export IMPL_openroad_warnings=38
export IMPL_tightest_slew_ps=321.3
export IMPL_nFillCells=470
export IMPL_die_h_um=90
export IMPL_dp_slack_ps=-361.6
export IMPL_fin_area_um2=1956
export IMPL_critPathMaxFanout=6
export IMPL_grt_pass1_wl_mm=7.686
export IMPL_drive_gt1_share_pct=38.57
export IMPL_postCtsHoldBufs=0
export IMPL_setup_ws_ps=59.59
export IMPL_io_pins=102
export IMPL_placementRows=25
export IMPL_finalPower_uw=208.5
export IMPL_grt_max_degree=15
export IMPL_power_density_nw_per_um2=106.6
export IMPL_grt_pass1_vias=1455
export IMPL_wirelength_mm=4.860
export IMPL_ant_nets=0
export IMPL_synth_top_area_share_pct=27.55
export IMPL_wl_per_cell_um=17.55
export IMPL_synth_largest_area_cell="o221ai_1"
export IMPL_vdd_ir_drop_max_mv=0.05483
export IMPL_cp_cell_sequence="dlygate4sd2_1 > buf_4 > nand3b_1 > o221ai_1 > clkdlybuf4s50_1"
export IMPL_dpl_cell_area_um2=1664
export IMPL_worstSetupStartpointType="input port"
export IMPL_netlist_area_um2=1017
export IMPL_top_cells_by_count="buf_4, o221ai_1, nand2_1, nand3_1, nor2b_1"
export IMPL_drc=0
export IMPL_rsz0062_at_grt="true"
export IMPL_synthCells=154
==> logic make-up after synthesis <==
logic type / share of synthesized area [%]
AND-OR/OR-AND: 28.54
buffers and inverters: 28.29
AND/OR/NAND/NOR: 43.18
==> worst max-delay path: cells and delay by family <==
kind            cells  cell delay [ps]
simple gates        1              320
compound gates      1              270
buf+inv             3              920
==> final cells by class <==
class	instances	share of cell area, %
repair buffers	96	45.11
multi-input cells	114	50.61
well taps	67	4.287
==> per-stage QoR <==
stage / instances / TNS, ps / hold WS (ps) / utilization (%)
5_1_grt: 277 / -45.58 / 1040 / 41.40
6_report: 277 / 0 / 1040 / 41.40
3_5_place_dp: 271 / -9877 / 1040 / 35.23
3_3_place_gp: 271 / -10610 / 1040 / 35.23
2_1_floorplan: 154 / 0 / 1106 / -
4_1_cts: 274 / 0 / 1040 / 38.46
==> what timing repair did <==
action,CTS,global route
pin swaps,11,7
gates resized,58,32
endpoints found under the setup margin,32,29
setup buffers,2,3
cloned,1,0
==> report_power, final <==
part,switching (µW),internal (µW),total [µW]
sequential,0,0,0
combinational,98.7,110,208
clock,0,0,0
total,98.7,110,208
==> cell usage in the layout, fill, tap and decap left out, types with 2 or more instances in the layout <==
cell type	netlist	routed
nor2b_2	0	5
or3b_4	0	2
nand2_1	29	27
nand4_1	2	2
nand2_2	0	2
o221ai_1	32	12
dlygate4sd2_1	0	16
nand3_2	0	7
nand3b_1	5	5
nand3_1	20	13
clkdlybuf4s50_1	0	38
and3b_2	0	2
buf_4	32	28
nand2b_1	2	2
o221ai_2	0	20
dlymetal6s2s_1	0	10
buf_2	5	2
nor2_1	4	3
nor4bb_4	0	2
==> final timing paths <==
path                               to  slack, ps  cells after the start
worst max-delay path           R14out         60                      5
worst min-delay path  BusMuxInCSE[10]       1040                      0
==> routing by layer <==
layer | track usage (%) | share of wire (%)
met5 | 0 | 0
met4 | 1.592 | 1.3
met1 | 14.61 | 44
met2 | 17.74 | 44
met3 | 3.940 | 10
