File: ./design.v
module MDR (
	input clear, clock, MDRin, read,  
	input [31:0]BusMuxOut,
	input [31:0]Mdatain, 				 
	output wire [31:0]BusMuxIn
);
reg [31:0]q;
initial q = 32'h00000000;
always @ (posedge clock)
		begin
			if (MDRin) begin
				if (read) q <= Mdatain;
				else q <= BusMuxOut;
			end
			else if (clear) begin
				q <= 32'h0000000;
			end			
		end
	assign BusMuxIn = q;
endmodule
File: ./constraint.sdc
current_design MDR

set clk_period 2.9
set clk_io_pct 0.2

create_clock -name clk0 -period $clk_period [get_ports {clock}]

set non_clock_inputs [all_inputs -no_clocks]
set_input_delay [expr $clk_period * $clk_io_pct] -clock clk0 $non_clock_inputs
set_output_delay [expr $clk_period * $clk_io_pct] -clock clk0 [all_outputs]
File: ./run.sh
#!/bin/bash
# OpenROAD 26Q1-2900-gdf79404cd8, Yosys 0.63+post, stock flow scripts
make -C /OpenROAD-flow-scripts/flow DESIGN_CONFIG=/design/flow/config.mk WORK_HOME=/design/flow/orfs finish
File: ./config.mk
export PLATFORM = sky130hd
export DESIGN_NAME = MDR
export DESIGN_NICKNAME = MDR
export VERILOG_FILES = /design/flow/design.v
export SDC_FILE = /design/flow/constraint.sdc
export NUM_CORES = 4
export LEC_CHECK = 1
export CORE_UTILIZATION = 30
==> results.yml <==
# generated from flow reports
synthesis:
  synthCells: 104
  ys_seq_elements: 32
  netlist_area_um2: 1570
  yosys.stat.chipArea_um2: 1570
  most_used_dff_post_synth: "edfxtp_1"
  count_of_library_flops_with_an_enable_pin: 32
  cell_area_leaders: "edfxtp_1 (61%), mux2i_1 (20%), nor2b_1 (13%)"
  synth_sequential_area_ratio: 0.6120
  top_area_frac: 0.6120
  synth_area_leader_cell: "edfxtp_1"
  top_cells_by_count: "edfxtp_1 (32), mux2i_1 (32), nor2b_1 (32)"
  avgSynthCellArea_um2: 15.10
  synthDistinctLibCells: 7
  synth.yosys.num_cells: 104
  yosysWarningCount: 1
  synth_async_sr_flop_share: 0
sta:
  hold_violation_count_in_the_final_report: 0
  finalHoldWorstSlack_ns: 1.021
  layout_min_cycle_time_ns: 1.758
  fin_crit_sh: 0.6061
  setup_viol_count_final: 0
  max-slew-margin-rel: 0.5031
  timing.setup.tns_ns: 0
  fmax_mhz: 568.9
  tightestPinTransition_ns: 0.7454
  final-max-slew-violation-count: 0
  grt_setup_unrepaired: "false"
clocking:
  postCtsSetupRepairBufs: 0
  cts_made_buffers: 5
  post_cts.resized_instances: 0
  cts.reportedPaths.clkPinSlew_ns: 0.06
  ctsLongestPathBuffers: 2
  clockRootBuffer: "clkbuf_8"
  tritoncts_clock_tree: "done"
  cts.sink_count: 32
  postCtsHoldBufs: 0
  htreeDepth: 2
finish:
  nFillCells: 409
  drive_gt1_frac: 0.04390
  largest_register_ffs: 32
  syn_to_final_growth_pct: 68.69
  largest-register: "q"
  top_regs: "q x32"
die:
  core-area_um2: 4880
  io_pins: 100
  dieWidth_um: 74.35
  die_y_um: 74.35
  standard_cell_row_count: 25
  initCoreUtil: 0.3218
  die_area_um2: 5527
global_routing:
  grt_util_met1: 0.1661
  grt_antenna_before_repair: 0
  grt_most_used_layer: "met2"
  global_route.overflow_total: 0
  met2_usage: 0.2051
  grt_first_pass_wirelength_mm: 5.099
  grt_start_max_net_pins: 33
  gr-usage-met3: 0.06456
  first_global_vias: 1129
  track_usage: 0.1288
drt:
  drt-initial-drc-count: 45
  final_antenna_net_count: 0
  avgRoutedWirePerCell_um: 12.08
  insertedDiodeCount: 0
  route.detailed.drc: 0
  drt-pass1-iter-count: 4
  vias: 1136
  totalWireLength_mm: 3.286
  post_drt_via_cell_ratio: 4.176
worst_setup_path:
  critical_path_arrival_ns: 1.66
  cp_cell_sequence: "clkdlybuf4s50_1 > or2_2"
  critical_path.max_fanout: 32
  start_kind: "input pin"
  setup.worst_path.class: "in -> reg"
  critical_path.n_buffers_inverters: 1
  critPathTopFamily: "simple AND/OR/NAND/NOR gates"
  delay_contributed_by_the_slowest_stage_of_the_critical_path_ns: 0.60
  slowest_stage: "or2_2"
  crit_required_ns: 2.81
  endpoint_kind: "register"
power_and_ir_drop:
  power_per_unit_of_standard_cell_area_nw_per_um2: 422.6
  total_power_uw: 1119
  p_leak_uw: 0.001031
  vdd_ir_drop_max_mv: 0.2158
worst_hold_path:
  hold_class: "in -> reg"
placement:
  gp_congestion: 0.7338
  detailed_place_hpwl_mm: 2.464
  port_buffers: 99
run:
  maxCapViolCount: 0
  warnings: 25
status:
  outcome: "completed"
[final cells by class]
cell class	instances	area [um^2]	share of cell area
sequential	32	960.9	0.3628
multi-input combinational	65	526.8	0.1989
tap	67	83.83	0.03165
clock inverter	2	7.507	0.002834
timing repair buffer	101	1001	0.3779
clock buffer	5	68.82	0.02598
[per-stage QoR]
| step | util | instance area [um^2] | cells | worst slack (ns) |
|---|---|---|---|---|
| 4_1_cts | 0.5428 | 2649 | 272 | 1.141 |
| 5_1_grt | 0.5428 | 2649 | 272 | 1.074 |
| 2_1_floorplan | - | 1570 | 104 | 1.479 |
| 6_report | 0.5428 | 2649 | 272 | 1.142 |
| 3_3_place_gp | 0.5272 | 2572 | 265 | 0.8698 |
| 3_5_place_dp | 0.5272 | 2572 | 265 | 0.8490 |
[layout by cell type (no fill, tap or decap)]
cell type	instances
or2_2	1
clkinv_1	2
buf_4	2
clkbuf_8	5
buf_2	1
edfxtp_1	32
mux2i_1	32
nor2b_1	32
clkdlybuf4s50_1	98
[metal layers]
metal / wire length (um) / up-vias
met5: 0 / -
met4: 78 / 0
met3: 422 / 7
met2: 1532 / 65
met1: 1253 / 495
li1: - / 569
[cells by family after synthesis]
family | synth area share
buffers and inverters | 0.05259
muxes | 0.2040
DFF | 0.6120
and+or+nand+nor | 0.1315
[final timing paths]
| check | start | end | slack, ns | cells past startpoint |
|---|---|---|---|---|
| max | MDRin | q[2] | 1.14 | 2 |
| min | BusMuxOut[14] | q[14] | 1.02 | 3 |
[report_power, final]
part           switching (uW)  leakage, uW  internal (uW)
clock network             148    0.0000391            158
logic                    57.8     0.000653            182
registers                11.8     0.000339            562
Power is estimated from default activity; no workload was simulated.
